**./constraint.sdc**
```tcl
current_design rxtx

set clk_period 3.8
set clk_io_pct 0.2

create_clock -name clk0 -period $clk_period [get_ports {clk}]

set non_clock_inputs [all_inputs -no_clocks]
set_input_delay [expr $clk_period * $clk_io_pct] -clock clk0 $non_clock_inputs
set_output_delay [expr $clk_period * $clk_io_pct] -clock clk0 [all_outputs]
```
**./config.mk**
```make
export PLATFORM = sky130hd
export DESIGN_NAME = rxtx
export DESIGN_NICKNAME = rxtx
export VERILOG_FILES = /design/flow/design.v
export SDC_FILE = /design/flow/constraint.sdc
export NUM_CORES = 4
export LEC_CHECK = 1
export CORE_UTILIZATION = 40
```
**./design.v**
```verilog
module rxtx(clk, rst, 
           rx,                    rx_vld, rx_data,  
			  tx_vld, tx_data,       tx, txrdy         
			  );
input        clk, rst;
input        rx, tx_vld;
input  [7:0] tx_data;
output       rx_vld, tx;
output       txrdy;
output [7:0] rx_data;
wire rxx;               Rxx        U1(clk, rst, rx, rxx);
wire rx_dly;            RxDly      U2(clk, rst, rxx, rx_dly);
wire rx_change;         RxChange   U3(rxx, rx_dly, rx_change);
wire [11:0] rx_cnt;     RxCnt      U4(clk, rst, rx_change, rx_cnt);
wire rx_en;             RxEn       U5(rx_cnt, rx_en);
wire [3:0] data_cnt;
wire data_vld;          DataVld    U6(clk, rst, rxx, rx_en, data_cnt, data_vld);
                        DataCnt    U7(clk, rst, data_vld, rx_en, data_cnt);
wire [7:0] rx_data;     RxData     U8(clk, rst, data_vld, rx_en, data_cnt, rxx, rx_data);
wire rx_vld;            RxVld      U9(clk, rst, data_vld, rx_en, data_cnt, rx_vld);
wire [7:0] tx_rdy_data; TxRdyData  U10(clk, rst, txrdy, tx_vld, tx_data, tx_rdy_data);
wire [3:0] tran_cnt;
wire tran_vld;          TranVld    U11(clk, rst, rx_en, tx_vld, tran_cnt, tran_vld);
                        TranCnt    U12(clk, rst, tran_vld, rx_en, tran_cnt);
wire tx;                TxD        U13(clk, rst, rx_en, tran_vld, tran_cnt, tx_rdy_data, tx);
                        TxRdy      U14(tran_vld, txrdy);
endmodule
module Rxx(clk, rst, rx, rxx);
input clk, rst, rx;
output rxx;
reg rx1, rx2, rx3, rxx;
always @ (posedge clk, posedge rst)
if (rst)
begin
   rx1 <= 1'b0;
	rx2 <= 1'b0;
	rx3 <= 1'b0;
	rxx <= 1'b0;
end
else
begin
	rx1 <= rx;
	rx2 <= rx1;
	rx3 <= rx2;
	rxx <= rx3;
end
endmodule
module RxDly(clk, rst, rxx, rx_dly);
input clk, rst, rxx;
output rx_dly;
reg rx_dly;
always @ (posedge clk, posedge rst)
if (rst)
   rx_dly <= 1'b0;
else
	rx_dly <= rxx;
endmodule
module RxChange(rxx, rx_dly, rx_change);
input rxx, rx_dly;
output rx_change;
assign rx_change = (rxx != rx_dly);
endmodule
module RxCnt(clk, rst, rx_change, rx_cnt);
input clk, rst, rx_change;
output [11:0] rx_cnt;
reg    [11:0] rx_cnt;
always @ (posedge clk, posedge rst)
if (rst)
	rx_cnt <= 12'd0;
else
begin
	if (rx_change | (rx_cnt == 12'd2603) )   
		rx_cnt <= 12'd0;
	else
		rx_cnt <= rx_cnt + 12'd1;
end
endmodule
module RxEn(rx_cnt, rx_en);
input [11:0] rx_cnt;
output rx_en;
assign rx_en = (rx_cnt == 12'd1301)? 1'b1: 1'b0;
endmodule
module DataVld(clk, rst, rxx, rx_en, data_cnt, data_vld);
input clk, rst, rxx, rx_en;
input [3:0] data_cnt;
output data_vld;
reg data_vld;
always @ (posedge clk, posedge rst)
if (rst)
	data_vld <= 1'b0;
else if (rx_en & ~data_vld & ~rxx)
	data_vld <= 1'b1;
else if (rx_en &  data_vld & (data_cnt == 4'h9) )
	data_vld <= 1'b0;
else;
endmodule
module DataCnt(clk, rst, data_vld, rx_en, data_cnt);
input clk, rst, data_vld, rx_en;
output [3:0] data_cnt;
reg [3:0] data_cnt;
always @ (posedge clk, posedge rst)
if (rst)
    data_cnt <= 4'h0;
else if (data_vld)
    if (rx_en)
	     data_cnt <= data_cnt + 4'h1;
    else;
else
	 data_cnt <= 4'h0;
endmodule
module RxData(clk, rst, data_vld, rx_en, data_cnt, rxx, rx_data);
input clk, rst, data_vld, rx_en, rxx;
input [3:0] data_cnt;
output [7:0] rx_data;
reg [7:0] rx_data;
always @ (posedge clk, posedge rst)
if (rst)
    rx_data <= 7'b0;
else if (data_vld & rx_en & ~data_cnt[3])
    rx_data <= {rxx, rx_data[7:1]};	 
else;
endmodule
module RxVld(clk, rst, data_vld, rx_en, data_cnt, rx_vld);
input clk, rst, data_vld, rx_en;
input [3:0] data_cnt;
output rx_vld;
reg rx_vld;   
always @ (posedge clk, posedge rst)
if (rst)
    rx_vld <= 1'b0;
else
	 rx_vld <= data_vld & rx_en & ( data_cnt == 4'h9 );
endmodule
module TxRdyData(clk, rst, txrdy, tx_vld, tx_data, tx_rdy_data);
input clk, rst, txrdy, tx_vld;
input [7:0] tx_data;
output [7:0] tx_rdy_data;
reg [7:0] tx_rdy_data;
always @ (posedge clk, posedge rst)
if ( rst )
    tx_rdy_data <= 8'd0;
else if (tx_vld & txrdy)
    tx_rdy_data <= tx_data;
else;
endmodule
module TranVld(clk, rst, rx_en, tx_vld, tran_cnt, tran_vld);
input clk, rst, rx_en, tx_vld;
input [3:0] tran_cnt;
output tran_vld;
reg tran_vld;
always @ (posedge clk, posedge rst)
if (rst)
    tran_vld <= 1'b0;
else if (tx_vld)
    tran_vld <= 1'b1;
else if (tran_vld & rx_en & (tran_cnt == 4'd10) )
	 tran_vld <= 1'b0;
else;
endmodule
module TranCnt(clk, rst, tran_vld, rx_en, tran_cnt);
input clk, rst, tran_vld, rx_en;
output [3:0] tran_cnt;
reg [3:0] tran_cnt;
always @ (posedge clk, posedge rst)
if (rst)
    tran_cnt <= 4'd0;
else if ( tran_vld )
    if ( rx_en )
	     tran_cnt <= tran_cnt + 1'd1;
	 else;
else
    tran_cnt <= 4'd0;
endmodule
module TxD(clk, rst, rx_en, tran_vld, tran_cnt, tx_rdy_data, tx);
input clk, rst, rx_en, tran_vld;
input [7:0] tx_rdy_data;
input [3:0] tran_cnt;
output tx;
reg tx;
always @ (posedge clk, posedge rst)
if (rst)
    tx <= 1'd1;
else if (tran_vld)
    if (rx_en)
	     case ( tran_cnt )
		  4'd0  : tx <= 1'b0;
		  4'd1  : tx <= tx_rdy_data[0];
		  4'd2  : tx <= tx_rdy_data[1];
		  4'd3  : tx <= tx_rdy_data[2];
		  4'd4  : tx <= tx_rdy_data[3];
		  4'd5  : tx <= tx_rdy_data[4];
		  4'd6  : tx <= tx_rdy_data[5];
		  4'd7  : tx <= tx_rdy_data[6];
		  4'd8  : tx <= tx_rdy_data[7];
		  4'd9  : tx <= ^tx_rdy_data;
		  4'd10 : tx <= 1'd1;
		  default: tx <= 1'd1;
		  endcase
    else;
else
    tx <= 1'd1;
endmodule
module TxRdy(tran_vld, txrdy);
input tran_vld;
output txrdy;
assign txrdy = ~tran_vld;
endmodule
```
**./run.sh**
```bash
#!/bin/bash
# OpenROAD 26Q1-2900-gdf79404cd8, Yosys 0.63+post, stock flow scripts
make -C /OpenROAD-flow-scripts/flow DESIGN_CONFIG=/design/flow/config.mk WORK_HOME=/design/flow/orfs finish
```
==> impl_metrics.toml <==
# flow metrics
[synth]
syn_area_um2 = 2170
ys_warn_count = 11
top_area_frac = 0.506
topCellsByArea = "dfrtp_1, mux2_2, xnor2_1"
synth.distinct_cells = 37
yosysSeqAreaShare = 0.518
syn_area_per_cell_um2 = 11.4
yosysTopAreaCell = "dfrtp_1"
ys_chip_area_um2 = 2170
synthCells = 191
ys_cells = 191
ys_ff = 45

[clocking]
cts_tree = "done"
insertion_delay_ns = 0.29
cts_buffers = 5
cts_setup_buffers = 0
clockBufferDepth = 2
hold_buffers = 0
cts-htree-levels = 2
cts_sinks = 45
ctsResizeCount = 0
cts_root_buf = "clkbuf_8"
clk_pin_slew_worst_paths_ns = 0.08

[grt]
overflow = 0
track_usage = 0.149
grt_antenna_before_repair = 0
grt_pass1_vias = 1361
grt_start_max_net_pins = 32
grt_pass1_wl_um = 6240

[floorplanning]
fp.dieH_um = 75.7
chip_area_um2 = 5740
die_x_um = 75.7
coreArea_um2 = 5170
fp_util = 0.420
ioPinCount = 23
row_count = 26

[critical_path]
reg2reg_from = "U4.rx_cnt[1]$_DFF_PP0_"
path_class = "flop to output port"
cp_max_fo = 6
regToRegEndpoint = "U8.rx_data[6]$_DFFE_PP0P_"
worstPathRequired_ns = 3.04
r2r_slack_ns = 1.83
critical_path.max_stage_delay_ns = 0.49
path_cells = "inv_1 -> clkdlybuf4s50_1"
crit_slowest_cell = "clkdlybuf4s50_1"
crit_path_start_kind = "flop"
r2r_cells = 6
arrival_ns = 1.39
crit_path_end_kind = "output port"

[final_layout]
fillers = 483
area_growth_pct = 18.5
regArea_um2 = 1130
drive_gt1_frac = 0.147
stdcell_area_um2 = 2580
logic_area_um2 = 981

[worst_hold_path]
min_path_type = "flop to flop"
min_from = "U1.rx2$_DFF_PP0_"
worstHoldPathCells = 0
hold_end = "U1.rx3$_DFF_PP0_"

[detailed_routing]
dr_wl_met3_um = 117
drc = 0
vias = 1405
wl_met1_um = 1870
routed.top_layer = "met4"
avgRoutedWirePerCell_um = 13.1
drtPass1Iterations = 4
initialDrtViolationCount = 27
drt_wl_total_um = 3750
dr_wl_met2_um = 1710
viasPerCell = 4.90
antenna_left = 0
route.antenna.diode_count = 0

[sta]
final_max_slew_viol_count = 0
tightest_slew_ns = 0.654
skew_ns = 0.00786
fin_ws_ns = 1.65
max_freq_ghz = 0.464
hold_viol_final = 0
min_period_ns = 2.15
tns_ns = 0
finalClockPeriodUsage = 0.567
slew_headroom = 0.563
rsz0062_at_grt = "false"
setup_viol = 0

[placed_design]
port_buffers = 22
dp_slack_ns = 1.48
gp_congestion = 0.831
postPlaceCellArea_um2 = 2460
hpwl_um = 2560

[pwr]
leakage_uw = 0.00116
vdd_drop_max_uv = 257
fin_total_pwr_uw = 962
p_per_area_nw_per_um2 = 373

[flow_run]
drv_cap = 0
warnings = 31

[run_status]
status = "complete, no violations"
[layout make-up]
class,count,share of cell area
clock buffer,6,0.0282
clock inverter,2,0.0151
inverter,9,0.0131
multi-input combinational,131,0.381
sequential,45,0.438
tap,70,0.0340
timing repair buffer,24,0.0913
[worst max-delay path: cells and delay by family (launching register included)]
| family | cells | cell delay [ns] |
|---|---|---|
| flip-flops | 1 | 0.42 |
| buffers and inverters | 2 | 0.67 |
[registers in the layout, indices dropped and copies added, names as in the netlist]
| name | cells |
|---|---|
| U12.tran_cnt | 4 |
| U9.rx_vld | 1 |
| U4.rx_cnt | 12 |
| U1.rx2 | 1 |
| U10.tx_rdy_data | 8 |
| U8.rx_data | 8 |
| U2.rx_dly | 1 |
| U7.data_cnt | 4 |
| U6.data_vld | 1 |
| U1.rx3 | 1 |
| U13.tx | 1 |
| U1.rx1 | 1 |
| U11.tran_vld | 1 |
| U1.rxx | 1 |
[synth_stat cells]
cell      instances
a211o_1           1
a211oi_1          1
a21o_1            1
a21oi_1           6
a31oi_1           1
and2_1            4
and3_2            1
and4_1            2
and4b_1           1
buf_2             2
buf_6             1
clkbuf_1          3
dfrtp_1          44
dfstp_2           1
ha_1              9
inv_1             9
mux2_2           17
nand2_1          12
nand2b_1          1
nand3_1           3
nand3b_4          1
nand4_1           9
nand4b_1          1
nor2_1           18
nor2b_1           1
nor3_1            2
nor4_1            3
nor4b_4           1
nor4bb_1          1
o211a_1           1
o21ai_0           6
o22a_1            1
o32ai_1           1
or2_2             1
or3_1             2
xnor2_1          13
xor2_1            9
[worst max-delay path by stage]
stage / startpoint / endpoint / slack [ns] / cells past startpoint
6_report: U11.tran_vld$_DFFE_PP0P_ / txrdy / 1.65 / 2
5_1_grt: U11.tran_vld$_DFFE_PP0P_ / txrdy / 1.54 / 2
4_1_cts: U11.tran_vld$_DFFE_PP0P_ / txrdy / 1.60 / 2
[power breakdown]
part	internal (uW)	switching [uW]	total, uW
Clock	197	158	356
Combinational	50.3	38.7	89.0
Sequential	498	19.5	517
Total	745	217	962
[per-stage QoR]
stage          hold WS [ns]  std cells   util
3_3_place_gp          0.335        279  0.477
5_1_grt               0.360        287  0.498
6_report              0.350        287  0.498
4_1_cts               0.358        287  0.498
3_5_place_dp          0.338        279  0.477
2_1_floorplan         0.331        191      -
[routing by layer]
layer,global-route usage,vias up
met2,0.238,18
li1,-,705
met4,0.0185,0
met3,0.0241,5
met1,0.230,677
met5,0,-
[layout by cell type (no fill, tap or decap), types with 2 or more instances in the layout]
| cell | count |
|---|---|
| mux2_2 | 17 |
| or3_1 | 2 |
| clkbuf_8 | 5 |
| xor2_1 | 9 |
| a21oi_1 | 6 |
| and4_1 | 2 |
| nor4_1 | 3 |
| buf_4 | 2 |
| and2_1 | 4 |
| nand2_1 | 12 |
| dfrtp_1 | 44 |
| ha_1 | 9 |
| o21ai_0 | 6 |
| nor3_1 | 2 |
| clkdlybuf4s50_1 | 22 |
| nand3_1 | 3 |
| inv_1 | 8 |
| nand4_1 | 9 |
| xnor2_1 | 13 |
| nor2_1 | 18 |
[kinds of logic (layout without fill, tap and decap cells)]
kind of cell | Yosys count | in the layout | share of synthesized area
compound gates | 19 | 19 | 0.0541
simple gates | 64 | 64 | 0.169
buf+inv | 15 | 41 | 0.0305
xor+xnor | 22 | 22 | 0.0886
mux | 17 | 17 | 0.0880
flops | 45 | 45 | 0.518
fa+ha+maj | 9 | 9 | 0.0518
