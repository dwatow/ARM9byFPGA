File: design/flow/config.mk
export PLATFORM = sky130hd
export DESIGN_NAME = RAM
export DESIGN_NICKNAME = RAM
export VERILOG_FILES = /design/flow/design.v
export SDC_FILE = /design/flow/constraint.sdc
export NUM_CORES = 4
export LEC_CHECK = 1
export CORE_UTILIZATION = 40
export SYNTH_MEMORY_MAX_BITS = 65536
File: design/flow/constraint.sdc
current_design RAM

set clk_period 30.6
set clk_io_pct 0.2

create_clock -name clk0 -period $clk_period [get_ports {clk}]

set non_clock_inputs [all_inputs -no_clocks]
set_input_delay [expr $clk_period * $clk_io_pct] -clock clk0 $non_clock_inputs
set_output_delay [expr $clk_period * $clk_io_pct] -clock clk0 [all_outputs]
File: design/flow/design.v
module uart_x(CLOCK_50M, KEY, START, UART_RXD, UART_TXD);
	input CLOCK_50M,    
			KEY,          
			START,        
			UART_RXD;
	output UART_TXD;
	wire clock_25M;   
	pll u_pll (
		 .CLKIN_IN(CLOCK_50M), 
		 .RST_IN(KEY), 
		 .CLKDV_OUT(clock_25M), 
		 .CLKIN_IBUFG_OUT(), 
		 .CLK0_OUT()
		 );
	wire rst;
	assign rst = KEY;
	assign clk = clock_25M;
	wire rx_vld, tx_vld;
	wire [8-1:0] rx_data, txrdy, tx_data;
	rxtx u_rxtx(
				  .clk(clk), .rst(rst), 
				  .rx(UART_RXD),                            .rx_vld(rx_vld), .rx_data(rx_data),  
				  .tx_vld(tx_vld), .tx_data(tx_data),       .tx(UART_TXD), .txrdy(txrdy)         
				  );
endmodule
module RxAddr(clk, rst, rx_vld, rx_addr);
	input clk, rst, rx_vld;
	output [10-1 : 0] rx_addr;
	reg [10-1:0] rx_addr;
	always@(posedge clk, posedge rst)
	if (rst)
		rx_addr <= 10'd0;
	else if (rx_vld)
		rx_addr <= rx_addr + 10'd1;
	else ;
endmodule
module StartRising(clk, rst, txrdy, START, rx_addr, start_rising);
	input clk, rst, txrdy, START;
	input [10-1:0] rx_addr;
	output start_rising;
	reg start_dly0;
	reg start_dly1;
	reg start_ok;
	wire start_rising;
	always@(posedge clk, posedge rst)
	if (rst)
	begin
		start_dly0 <= 1'b0;
		start_dly1 <= 1'b0;
		start_ok   <= 1'b0;
	end
	else
	begin
		start_dly0 <= START;
		start_dly1 <= start_dly0;
		start_ok   <= start_dly1;
	end
	assign start_rising = (start_dly1 & ~start_ok) & txrdy & (rx_addr != 10'd0);
endmodule
module TxRdyRising(clk, rst, txrdy, txrdy_rising);
	input clk, rst, txrdy;
	output txrdy_rising;
	reg txrdy_dly;
	always@(posedge clk, posedge rst)
	if (rst)
		txrdy_dly <= 1'b1;
	else
		txrdy_dly <= txrdy;	
	assign txrdy_rising = ~txrdy_dly & txrdy;
endmodule
module TxFlag(clk, rst, txrdy_rising, start_rising, tx_addr, rx_addr, tx_flag);
	input clk, rst, txrdy_rising, start_rising;
	input [10-1:0] tx_addr, rx_addr;
	output tx_flag;
	reg tx_flag;
	always@(posedge clk, posedge rst)
	if (rst)
		tx_flag <= 1'b0;
	else if (start_rising)
		tx_flag <= 1'b1;
	else if ( (tx_addr == rx_addr) & txrdy_rising )
		tx_flag <= 1'b0;
	else ;
endmodule
module TxAddr(clk, rst, tx_flag, txrdy_rising, start_rising, tx_addr);
	input clk, rst, tx_flag, txrdy_rising, start_rising;
	output [10-1:0] tx_addr;
	reg    [10-1:0] tx_addr;
	always@(posedge clk, posedge rst)
	if (rst)
		tx_addr <= 10'd0;
	else if (start_rising & ~tx_flag)
		tx_addr <= 10'b1;
	else if (tx_flag)
		if (txrdy_rising)
			tx_addr <= tx_addr + 10'd1;
		else;
	else
		tx_addr <= 10'd0;
endmodule
module RdEn(tx_flag, txrdy_rising, start_rising, rd_en);
	input tx_flag, txrdy_rising, start_rising;
	output rd_en;
	assign rd_en = tx_flag ? txrdy_rising : start_rising;
endmodule
module RAM(
			clk, rd_en, rx_vld, 
			rx_data, rx_addr, 
			tx_data, tx_addr
			);
	input clk, rd_en, rx_vld;
	input  [8-1:0] rx_data;
	input  [10-1:0] rx_addr;
	input  [10-1:0] tx_addr;
	output [8-1:0] tx_data;
	reg    [8-1:0] rd_data;
	reg    [8-1:0] mem[1023:0];
	always@(posedge clk)
	if (rx_vld)
		mem[rx_addr] <= rx_data;
	else ;
	always @ (posedge clk)
	if (rd_en)
		rd_data <= mem[tx_addr];
	else;
	assign tx_data = rd_data;	
endmodule
module TxEn(clk, rst, rd_en, tx_en);
	input  clk, rst, rd_en;
	output tx_en;
	reg    tx_en;
	always@(posedge clk, posedge rst)
	if (rst)
		tx_en <= 1'd0;
	else
		tx_en <= rd_en;
endmodule
module TxVld(tx_en, tx_flag, tx_vld);
	input tx_en, tx_flag;
	output tx_vld;
	assign tx_vld = tx_en & tx_flag;
endmodule
File: design/flow/run.sh
#!/bin/bash
# OpenROAD 26Q1-2900-gdf79404cd8, Yosys 0.63+post, stock flow scripts
make -C /OpenROAD-flow-scripts/flow DESIGN_CONFIG=/design/flow/config.mk WORK_HOME=/design/flow/orfs finish
==> qor.yml <==
synth:
  ys_types: 80
  synth_top_cell_by_area: "edfxtp_1"
  avgSynthCellArea_um2: 20.96
  async_flop_share_pct: 0
  synth_seq_share_pct: 77.16
  synth-main-ff-cell: "edfxtp_1"
  postSynthCellCount: 15230
  synth_warnings: 1
  synth_flops: 8200
  topCellsByArea: "edfxtp_1, mux4_2, mux2i_1, nor2_1, o221ai_1"
  top_cell: "edfxtp_1"
  syn-cell-area_um2: 319100
  synth_chip_area_um2: 319100
  synth-edff-count: 8200
  synthTopCellsByCount: "edfxtp_1, mux4_2, nor2_1, mux2i_1, clkbuf_1"
  top_cell_area_share_pct: 77.16
  yosysCellCount: 15230
clock_tree:
  htree_num_levels: 6
  cts-root-buf: "clkbuf_16"
  cts-resized-gates: 0
  cts_sinks: 8200
  cts_hold_buf: 0
  cts_max_path_buffers: 4
  cts_made_buffers: 808
  clk_pin_slew_worst_paths_ns: 0.06
  clock_latency_ns: 1.15
  cts_tree: "yes"
  cts_setup_buffers: 0
run_status:
  status: "finished, violations left"
  failed_checks: "max-capacitance violations"
power:
  combPwrFrac_pct: 5.0
  power.density_cell_area_nw_per_um2: 64.34
  cellLeakagePower_uw: 0.1125
  vdd_ir_drop_max_uv: 64.18
  seq_power_share_pct: 53.3
  p_int_uw: 18150
  clkPwrFrac_pct: 41.8
  p_sw_share_pct: 21.80
  p_sw_uw: 5062
critical_path:
  crit_buf_inv: 9
  crit_chain: "buf_16 -> buf_4 -> buf_4 -> buf_4 -> buf_4 -> buf_4 -> buf_4 -> buf_4 -> buf_4 -> mux4_2 -> mux4_2 -> o21ai_0 -> a211o_1 -> o22ai_1 -> or4_1"
  crit_slowest_cell: "buf_4"
  max_stage_delay_ns: 0.67
  cp.depth: 15
  critPathLaunchType: "input port"
  r2r_cells: 8
  cp.arrival_ns: 13.95
  critPathKind: "in2reg"
  r2r_slack_ns: 26.32
  cp_max_fo: 62
  required_ns: 31.49
  cp_top_family: "buffers and inverters"
  cp-end-kind: "register"
  rr_endpoint: "rd_data[6]"
  reg2reg_from: "mem[561][6]"
  cp_common_cell: "buf_4"
drt:
  dr_total_vias: 158000
  drcViolationCount: 0
  dr.pass1.iters: 7
  viasPerCell: 5.778
  ant_nets: 0
  drt-initial-drc-count: 10990
  wl_per_cell_um: 33.45
  wl_um: 914900
timing:
  slew_headroom_pct: 0.05047
  hold_viol_final: 0
  setup_violations: 0
  fin_crit_ns: 13.06
  slew_viol_final: 0
  worst_pin_slew_ns: 1.488
  post-route-period-util_pct: 42.69
  rsz0062_at_grt: "false"
  finClkSkew_ns: 0.05060
  max_freq_mhz: 76.55
  tns_ns: 0
global_routing:
  grt_pass1_wl_um: 1286000
  grt_max_degree: 127
  grt_usage_pct: 25.11
  grt_remaining_overflow: 0
  antenna_found_initial: 78
  first_global_vias: 170800
min_path:
  hp-class: "reg2reg"
  hold_depth: 5
  whs_endpoint: "rd_data[5]"
  hp-start: "mem[325][5]"
finish:
  area_growth_pct: 13.06
  layout-drive-gt1-share_pct: 23.01
  n_fill_cell: 65200
  instances_no_fill: 27350
floorplan:
  fp_util_pct: 40.20
  core_region_area_um2: 793700
  dieHeight_um: 895.2
  rows: 327
  die-area_um2: 801400
  die_width_um: 895.2
  ios: 39
place:
  placed_cells: 25730
  io_buffers: 38
  dp_hpwl_um: 572900
  gp_congestion: 0.9225
flow_run:
  tool_warnings: 45
  drv_cap: 1
==> per-stage QoR <==
stage | setup WS, ns | instance area (um^2) | hold slack [ns] | total power (uW) | util, %
after floorplan | 21.63 | 319100 | 0.8697 | 13190 | -
after global placement | 16.25 | 334600 | 0.9655 | 13750 | 42.16
after detailed placement | 16.29 | 334600 | 0.9594 | 13760 | 42.16
after CTS | 17.51 | 360500 | 0.9785 | 23350 | 45.41
after global routing | 16.98 | 360600 | 1.055 | 23820 | 45.43
final | 17.54 | 360800 | 0.9782 | 23210 | 45.46
==> how the worst max path moves through the flow <==
| stage | start | end | slack (ns) |
|---|---|---|---|
| 6_report | tx_addr[0] | rd_data[4] | 17.54 |
| 4_1_cts | tx_addr[0] | rd_data[4] | 17.51 |
| 5_1_grt | tx_addr[0] | rd_data[4] | 16.98 |
==> cell usage in the layout, fill, tap and decap left out, types with 66 or more instances in the layout <==
cell / Yosys / routed
a211oi_1: 84 / 79
mux2_2: 90 / 90
clkbuf_16: 0 / 811
nor2_1: 1133 / 1119
diode_2: 0 / 124
nor3_1: 133 / 116
a221oi_1: 66 / 66
clkbuf_1: 388 / 192
a22oi_1: 246 / 246
o221ai_1: 292 / 292
edfxtp_1: 8200 / 8200
mux4_2: 1565 / 1565
clkinv_1: 1 / 214
o21ai_0: 124 / 123
a21oi_1: 256 / 256
buf_4: 130 / 925
nand3_1: 101 / 75
mux2i_1: 1041 / 1041
o22ai_1: 218 / 218
clkinv_2: 0 / 126
nand2_1: 181 / 171
==> per-layer routing <==
layer | track usage [%] | part of all wire, % | vias to the layer above
met3 | 21.96 | 20 | 1746
met5 | 2.195 | 0.28 | -
met1 | 28.35 | 30 | 80560
li1 | - | - | 65660
met4 | 9.169 | 4.5 | 123
met2 | 34.77 | 45 | 9939
==> registers in the layout, summed over array words and instances (netlist names) <==
signal	flops
mem	8192
rd_data	8
==> power groups by stage <==
stage	Combinational, uW	Sequential (uW)	Clock, uW
4_1_cts	1150	12400	9830
5_1_grt	1220	12400	10200
6_report	1150	12400	9690
==> worst reg2reg max path: stages (launching register included) <==
cell	delay, ns
edfxtp_1	0.36
mux4_1	0.52
mux2_2	0.33
a221oi_1	0.43
a211oi_1	0.09
a311oi_1	0.79
or4_1	0.70
a41oi_1	0.22
or4_1	0.57
==> cell families (layout without fill, tap and decap cells) <==
| group | count (synthesis) | after routing | share of synthesized area [%] |
|---|---|---|---|
| buffers and inverters | 1011 | 2480 | 1.974 |
| other | 0 | 124 | 0 |
| DFF | 8200 | 8200 | 77.16 |
| muxes | 2758 | 2758 | 15.13 |
| and+or+nand+nor | 1753 | 1753 | 2.356 |
| AOI/OAI and AO/OA | 1506 | 1506 | 3.374 |
==> final cells by class <==
cell class | instances | area (um^2) | area share, %
sequential | 8200 | 246200 | 68.25
multi-input combinational | 6017 | 67430 | 18.69
timing repair buffer | 983 | 7779 | 2.156
inverter | 7 | 51.30 | 0.01422
tap | 10530 | 13170 | 3.651
antenna | 124 | 310.3 | 0.08600
clock buffer | 1003 | 21020 | 5.825
clock inverter | 487 | 4807 | 1.332
Power figures rest on the tool's default switching activity, not on a simulated workload.
